**design/flow/config.mk**
```make
export PLATFORM = sky130hd
export DESIGN_NAME = Registers
export DESIGN_NICKNAME = Registers
export VERILOG_FILES = /design/flow/design.v
export SDC_FILE = /design/flow/constraint.sdc
export NUM_CORES = 4
export LEC_CHECK = 1
export CORE_UTILIZATION = 30
```
**design/flow/constraint.sdc**
```tcl
current_design Registers

set clk_period 16.1
set clk_io_pct 0.2

create_clock -name clk0 -period $clk_period

set non_clock_inputs [all_inputs -no_clocks]
set_input_delay [expr $clk_period * $clk_io_pct] -clock clk0 $non_clock_inputs
set_output_delay [expr $clk_period * $clk_io_pct] -clock clk0 [all_outputs]
```
**design/flow/design.v**
```verilog
`timescale 1ns / 1ps
module Registers(
    input [4:0]Readregister1,
    input [4:0]Readregister2,
    input [4:0]Writeregister,
    input [31:0]Writedata,
    input RegWrite,
    output reg [31:0]Readdata1,
    output reg [31:0]Readdata2
);
reg [31:0] registers[31:0];
always @* begin
    if (RegWrite) begin
        registers[Writeregister] = Writedata;
    end
    Readdata1 = registers[Readregister1];
    Readdata2 = registers[Readregister2];
end
endmodule
```
**design/flow/run.sh**
```bash
#!/bin/bash
# OpenROAD 26Q1-2900-gdf79404cd8, Yosys 0.63+post, stock flow scripts
make -C /OpenROAD-flow-scripts/flow DESIGN_CONFIG=/design/flow/config.mk WORK_HOME=/design/flow/orfs finish
```
==> flow_summary.json <==
{
  "status": "complete, no violations",
  "finalSetupTns_ns": 0,
  "swShare_pct": 53.11,
  "min_period_ns": 13.18,
  "grt_pass1_vias": 50540,
  "critPathRequiredTime_ns": 12.88,
  "p_leak_uw": 0.02348,
  "worstPathMaxFanout": 25,
  "p_int_uw": 845.8,
  "synth_warnings": 2018,
  "synth.largest_area_cell": "dlxtn_1",
  "tightest_slew_ns": 1.431,
  "core_area_um2": 150700,
  "grt_max_degree": 67,
  "setup_ws_ns": 2.917,
  "io_pins": 112,
  "drive_gt1_share_pct": 19.36,
  "rsz0062_at_grt": "false",
  "fmax_mhz": 75.86,
  "finalClockPeriodUsage_pct": 81.88,
  "use_met1_pct": 67.54,
  "ff_type": "dlxtn_1",
  "end_kind": "output pin",
  "ir_worst_vdd_uv": 16.25,
  "grt.overflow.total": 0,
  "fillers": 16010,
  "largest_reg_flops": 1024,
  "fp-utilization_pct": 30.38,
  "place_hpwl_mm": 291.6,
  "busiest_layer": "met2",
  "log.warning_count": 32,
  "grt_use_total_pct": 54.10,
  "relSlewSlack_pct": 3.871,
  "setup_viol": 0,
  "grt_util_met2_pct": 68.22,
  "hold_path_class": "in -> out",
  "synth.top_cell.area_share_pct": 33.64,
  "grt_pass1_wl_mm": 527.0,
  "fp-row-count": 142,
  "avgViaCountPerCell": 7.353,
  "chipArea_um2": 154200,
  "antenna_found_initial": 55,
  "drv_slew": 0,
  "die_y_um": 392.6,
  "ys_chip_area_um2": 45780,
  "portBuffers": 112,
  "ys_cells": 5736,
  "dpl_worst_slack_ns": 3.208,
  "enable_flop_cells": 0,
  "cts_setup_buffers": 0,
  "syn_area_um2": 45780,
  "p_switching_uw": 957.9,
  "hold_buffers": 0,
  "p_per_area_nw_per_um2": 35.03,
  "numSynthFlops": 1024,
  "drc": 0,
  "gp_congestion": 1.195,
  "ys_types": 92,
  "critPathKind": "in -> out",
  "untimed_endpoints": 1024,
  "routedWlPerCell_um": 53.33,
  "vias": 57370,
  "area_leaders": "dlxtn_1 (34%), mux2_2 (12%), a22oi_1 (6.4%)",
  "maxCapViolCount": 0,
  "async_flop_share_pct": 0,
  "groute.layer.met3.usage_pct": 30.55,
  "arrival_ns": 9.96,
  "hold_viol": 0,
  "start_kind": "input pin",
  "detail-route-antenna-nets": 0,
  "first_pass_iters": 7,
  "cts_resized": 0,
  "fp.dieW_um": 392.6,
  "syn_inst": 5736,
  "syn_avg_cell_area_um2": 7.981,
  "worstHoldPathCells": 5,
  "area_delta_synth_final_pct": 12.50,
  "drtIter0Drc": 8398,
  "wl_mm": 416.1,
  "unclocked_regs": 1024
}
[metrics by stage]
| step | hold slack (ns) | area [um^2] | util (%) | power, uW | instances |
|---|---|---|---|---|---|
| global placement | 7.597 | 51330 | 34.07 | 1709 | 7734 |
| finish | 7.638 | 51500 | 34.18 | 1804 | 7802 |
| global route | 7.635 | 51340 | 34.07 | 1858 | 7737 |
| CTS | 7.608 | 51330 | 34.07 | 1729 | 7734 |
| detailed placement | 7.595 | 51330 | 34.07 | 1721 | 7734 |
| floorplan | 6.534 | 45780 | - | 1160 | 5736 |
[synthesized netlist by cell type (18+ instances only)]
cell type and number:
a22o_1 65, mux2i_1 198, o22ai_1 137, buf_2 68, nor3_1 70, a221o_1 22, a2111oi_0 57, nor4_1 60
clkbuf_1 421, a31oi_1 33, a221oi_1 93, o2111a_1 19, a211oi_1 55, a32oi_1 84, buf_1 76, o2bb2ai_1 52
a21oi_1 228, o2111ai_1 25, o211ai_1 18, dlxtn_1 1024, nand2_1 645, nand3_1 177, and3_1 20, nor2_1 162
a32o_1 30, mux2_2 502, inv_1 231, o21ai_0 323, nand4_1 115, or4_1 29, a22oi_1 388
[path summary, 6_finish.rpt]
check,startpoint,end
worst min-delay path,Writedata[5],Readdata2[5]
worst max-delay path,Writeregister[2],Readdata1[4]
[cell usage in the layout (no fill, tap or decap), types with 20 or more instances in the layout]
cell,netlist,layout
a211oi_4,0,37
nor2_1,162,136
buf_4,7,440
a31oi_1,33,33
a221o_1,22,22
o22ai_1,137,137
or4_1,29,29
dlxtn_1,1024,1024
mux2i_1,198,198
o21ai_0,323,321
nand4_1,115,115
diode_2,0,68
o2111ai_1,25,25
a22o_1,65,65
nor3_1,70,65
a221oi_1,93,93
a32oi_1,84,84
nor4_1,60,59
clkdlybuf4s50_1,0,108
o2bb2ai_1,52,52
and3_1,20,20
nand2_1,645,627
a32o_1,30,30
inv_1,231,230
a21oi_1,228,228
mux2_2,502,502
nor2_2,3,24
a22oi_1,388,388
nand3_1,177,174
a2111oi_0,57,57
[cells by family after synthesis]
group / after synthesis / share of synthesized area [%]
multiplexers: 710 / 16.95
buffers and inverters: 819 / 7.013
XOR/XNOR: 1 / 0.01914
latches: 1024 / 33.64
AND/OR/NAND/NOR: 1398 / 14.71
AND-OR/OR-AND: 1784 / 27.73
[critical path, stage by stage]
cell             delay (ns)
clkdlybuf4s50_1        0.94
nand4b_4               0.63
buf_4                  0.50
nor2_4                 0.71
inv_2                  0.38
buf_4                  0.39
mux2_2                 0.37
a2111oi_0              0.58
nand4_1                0.16
nor4bb_1               0.81
a22oi_1                0.43
buf_4                  0.30
clkdlybuf4s50_1        0.42
[final cells by class]
| class | instances | area, um^2 | area share [%] |
|---|---|---|---|
| multi-input cells | 3893 | 28010 | 54.38 |
| flip-flops and latches | 1024 | 15370 | 29.85 |
| repair buffers | 557 | 4504 | 8.747 |
| inverters | 244 | 920.9 | 1.788 |
| well taps | 2016 | 2522 | 4.898 |
| diodes | 68 | 170.2 | 0.3304 |
[routing by layer]
metal	wire [um]	vias to the layer above
met5	790	-
met1	154900	28130
met4	39700	51
met3	66590	1837
li1	-	21610
met2	154100	5741
Power figures rest on the tool's default switching activity, not on a simulated workload.
