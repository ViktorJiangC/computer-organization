<file path="flow/config.mk">
export PLATFORM = sky130hd
export DESIGN_NAME = Controller
export DESIGN_NICKNAME = Controller
export VERILOG_FILES = /design/flow/design.v
export SDC_FILE = /design/flow/constraint.sdc
export NUM_CORES = 4
export LEC_CHECK = 1
export CORE_AREA = 10 10 70 70
export DIE_AREA = 0 0 80 80
</file>
<file path="flow/constraint.sdc">
current_design Controller

set clk_period 2.1
set clk_io_pct 0.2

create_clock -name clk0 -period $clk_period

set non_clock_inputs [all_inputs -no_clocks]
set_input_delay [expr $clk_period * $clk_io_pct] -clock clk0 $non_clock_inputs
set_output_delay [expr $clk_period * $clk_io_pct] -clock clk0 [all_outputs]
</file>
<file path="flow/design.v">
`timescale 1ns / 1ps
module Controller(
    input [31:0] inst,
    output reg Branch,
    output reg MemRead,
    output reg MemtoReg,
    output reg [1:0] ALUOp,
    output reg MemWrite,
    output reg ALUSrc,
    output reg RegWrite
    );
    always @(*) begin
        case (inst[6:0])
            7'b0110011: begin  
                ALUSrc = 1'b0;
                MemtoReg = 1'b0;
                RegWrite = 1'b1;
                MemRead = 1'b0;
                MemWrite = 1'b0;
                Branch = 1'b0;
                ALUOp = 2'b10;
            end
            7'b0000011: begin  
                ALUSrc = 1'b1;
                MemtoReg = 1'b1;
                RegWrite = 1'b1;
                MemRead = 1'b1;
                MemWrite = 1'b0;
                Branch = 1'b0;
                ALUOp = 2'b00; 
            end
            7'b0100011: begin  
                ALUSrc = 1'b1;
                MemtoReg = 1'b0;
                RegWrite = 1'b0;
                MemRead = 1'b0;
                MemWrite = 1'b1;
                Branch = 1'b0;
                ALUOp = 2'b00; 
            end
            7'b1100011: begin  
                ALUSrc = 1'b0;
                MemtoReg = 1'b0;
                RegWrite = 1'b0;
                MemRead = 1'b0;
                MemWrite = 1'b0;
                Branch = 1'b1;
                ALUOp = 2'b01; 
            end
            default : begin
                ALUSrc = 1'b0;
                MemtoReg = 1'b0;
                RegWrite = 1'b0;
                MemRead = 1'b0;
                MemWrite = 1'b0;
                Branch = 1'b0;
                ALUOp = 2'b11;
            end
        endcase
    end    
endmodule
</file>
<file path="flow/run.sh">
#!/bin/bash
# OpenROAD 26Q1-2900-gdf79404cd8, Yosys 0.63+post, stock flow scripts
make -C /OpenROAD-flow-scripts/flow DESIGN_CONFIG=/design/flow/config.mk WORK_HOME=/design/flow/orfs finish
</file>
==> impl_metrics.tcl <==
# implementation run metrics
set metrics [dict create \
    outcome "finished, final reports clean" \
    synth.lib_cells_used.distinct 9 \
    fp.dieW_um 80 \
    synth.yosys.chip_area_um2 100.1 \
    finalCoreUtilization_pct 11.06 \
    min_setup_slack_post_route_ns 0.1124 \
    grt-ovfl-total 0 \
    fin_area_um2 377.9 \
    reported_leakage_power_nw 0.1839 \
    netlist_area_um2 100.1 \
    port-buffer-count 15 \
    post_synth.cell_area_avg_um2 7.700 \
    area_growth_syn_to_layout_pct 277.5 \
    core.rowCount 21 \
    postSynthSeqShare_pct 0 \
    chipHeight_um 80 \
    data_arrival_at_the_endpoint_of_the_critical_path_ns 1.57 \
    grt_pass1_vias 185 \
    postSynthCellCount 13 \
    yosys-top-cells-area "nand4bb_4, nor4_1, nor2b_1" \
    tns_ns 0 \
    hold_crit_class "in -> out" \
    num-clock-buffers 0 \
    number_of_cells_in_the_yosys_synthesis_report 13 \
    total_power_mw 0.03307 \
    drtAntennaViolNets 0 \
    grtUsageTotal_pct 2.079 \
    rsz0062_at_grt "false" \
    drv_cap 0 \
    antenna_found_initial 0 \
    fp-utilization_pct 2.930 \
    warning_count 58 \
    route.detailed.drc 0 \
    pwr_density_cell_mw_per_mm2 87.52 \
    critPathRequiredTime_ns 1.68 \
    setup_viol 0 \
    yosys.area.top_type "nand4bb_4" \
    drive_gt1_share_pct 39.39 \
    wirelength_um 662 \
    ff_latch_area_um2 0 \
    io_pins 40 \
    max_slew_violations 0 \
    core_mm2 0.003416 \
    hold_ws_ns 1.286 \
    routedWlPerCell_um 8.380 \
    timing.critical_path.to_type "primary output" \
    gp_congestion 0.7921 \
    instance_area_at_placement_um2 322.8 \
    grt_start_max_net_pins 6 \
    detailedPlacementHpwl_um 594.4 \
    hold_viol 0 \
    max_freq_mhz 503.1 \
    drt-initial-drc-count 3 \
    criticalPathCategory "in -> out" \
    ir_drop_mv 0.02122 \
    place.detailed.instances 76 \
    worst_pin_slew_ns 0.2721 \
    place_worst_setup_slack_ns -0.3508 \
    timing.final.crit_share_pct 94.65 \
    worstSetupStartpointType "input port" \
    finalWorstPathRequiredPeriod_ns 1.988 \
    yosys.area.top_type_share_pct 27.50 \
    n_antenna_cell 0 \
    fillCellCount 405 \
    dr.pass1.iters 2 \
    grt_first_pass_wirelength_um 1062 \
    ys_warn_count 1 \
    worstPathMaxFanout 4 \
    finalNonFillerCells 79 \
    vias_per_cell 2.266 \
    timing.slew.headroom_pct 81.83 \
    via_count 179 \
    seq_cell_count 0 \
    fp.dieArea_mm2 0.006400 \
    cts.hold.buffers_added 0 \
]
-- report_power, final --
group / switching, mW / internal, mW
clock: 0 / 0
sequential: 0 / 0
combinational: 0.0140 / 0.0191
-- logic make-up (layout without fill, tap and decap cells) --
kind of cell	count (synthesis)	count (layout)	synth area share (%)
compound gates	1	1	10.00
buf+inv	2	22	11.25
simple gates	10	10	78.75
-- final timing paths --
kind,startpoint,to,cells after the start
worst max-delay path,inst[0],ALUSrc,5
worst min-delay path,inst[6],MemRead,3
-- area by class of cell --
type	count	area [um2]	share of cell area, %
inverter	1	3.754	0.9934
tap	46	57.56	15.23
multi-input combinational	11	120.1	31.79
timing repair buffer	21	196.4	51.99
-- metal layers --
| metal | vias to the layer above | part of all wire [%] | track usage [%] |
|---|---|---|---|
| li1 | 92 | - | - |
| met2 | 8 | 42 | 2.970 |
| met3 | 0 | 11 | 1.023 |
| met4 | 0 | 0 | 0 |
| met1 | 79 | 47 | 2.902 |
| met5 | - | 0 | 0 |
-- Yosys cell counts (all sizes together) --
cell type,count
nor3,2
inv,1
buf,1
a211o,1
nor4,3
nand2,1
nand4bb,1
nor2b,2
or3,1
-- what timing repair did --
item	CTS	global route
endpoints found under the setup margin	8	7
pin swaps	2	2
buffers inserted	1	2
endpoints found under the hold margin	0	0
resized	14	9
-- placed cells by master (no fill, tap or decap) --
cell / Yosys / routed
dlymetal6s2s_1: 0 / 4
a211o_2: 1 / 1
nor3_2: 0 / 1
clkdlybuf4s50_1: 0 / 1
nor4_2: 0 / 1
or3_4: 0 / 1
nand4bb_4: 1 / 1
nor2b_1: 2 / 2
nand2_1: 1 / 1
nor4_1: 3 / 1
buf_4: 1 / 4
dlygate4sd2_1: 0 / 9
inv_1: 1 / 1
clkbuf_2: 0 / 1
nor3_1: 2 / 1
nor4_4: 0 / 1
buf_6: 0 / 2
-- worst max-delay path, cell delays in order --
cell             delay (ns)
dlygate4sd2_1          0.25
nand4bb_4              0.17
buf_6                  0.16
nor3_2                 0.09
clkdlybuf4s50_1        0.48
